[flow/run.sh]
#!/bin/bash
# OpenROAD 26Q1-2900-gdf79404cd8, Yosys 0.63+post, stock flow scripts
make -C /OpenROAD-flow-scripts/flow DESIGN_CONFIG=/design/flow/config.mk WORK_HOME=/design/flow/orfs finish
[flow/config.mk]
export PLATFORM = sky130hd
export DESIGN_NAME = BranchUnit
export DESIGN_NICKNAME = BranchUnit
export VERILOG_FILES = /design/flow/design.v
export SDC_FILE = /design/flow/constraint.sdc
export NUM_CORES = 4
export LEC_CHECK = 1
export CORE_AREA = 10 10 96 96
export DIE_AREA = 0 0 106 106
[flow/constraint.sdc]
current_design BranchUnit

set clk_period 13.9
set clk_io_pct 0.2

create_clock -name clk0 -period $clk_period

set non_clock_inputs [all_inputs -no_clocks]
set_input_delay [expr $clk_period * $clk_io_pct] -clock clk0 $non_clock_inputs
set_output_delay [expr $clk_period * $clk_io_pct] -clock clk0 [all_outputs]
[flow/design.v]
package Pipe_Buf_Reg_PKG;
  typedef struct packed {
    logic [8:0]  Curr_Pc;
    logic [31:0] Curr_Instr;
  } if_id_reg;
  typedef struct packed {
    logic        ALUSrc;
    logic        Jump;
    logic        MemtoReg;
    logic        RegWrite;
    logic        MemRead;
    logic        MemWrite;
    logic [1:0]  RWseal;
    logic        Jump;
    logic [1:0]  ALUOp;
    logic        Branch;
    logic        Halt;
    logic        JumpReg;
    logic [8:0]  Curr_Pc;
    logic [31:0] RD_One;
    logic [31:0] RD_Two;
    logic [4:0]  RS_One;
    logic [4:0]  RS_Two;
    logic [4:0]  rd;
    logic [31:0] ImmG;
    logic [2:0]  func3;
    logic [6:0]  func7;
    logic [31:0] Curr_Instr;
  } id_ex_reg;
  typedef struct packed {
    logic        RegWrite;
    logic        Jump;
    logic        MemtoReg;
    logic        MemRead;
    logic        MemWrite;
    logic [1:0]  RWseal;
    logic [31:0] Pc_Imm;
    logic [31:0] Pc_Four;
    logic [31:0] Imm_Out;
    logic [31:0] Alu_Result;
    logic [31:0] RD_Two;
    logic [4:0]  rd;
    logic [2:0]  func3;
    logic [6:0]  func7;
    logic [31:0] Curr_Instr;
  } ex_mem_reg;
  typedef struct packed {
    logic        RegWrite;
    logic        Jump;
    logic        MemtoReg;
    logic [1:0]  RWseal;
    logic [31:0] Pc_Imm;
    logic [31:0] Pc_Four;
    logic [31:0] Imm_Out;
    logic [31:0] Alu_Result;
    logic [31:0] MemReadData;
    logic [4:0]  rd;
    logic [31:0] Curr_Instr;
  } mem_wb_reg;
endpackage
`timescale 1ns / 1ps
module BranchUnit #(
    parameter PC_W = 9
) (
    input logic [PC_W-1:0] Cur_PC,
    input logic [31:0] Imm,
    input logic Branch,Jump,
    input logic [31:0] AluResult,
    output logic [31:0] PC_Imm,
    output logic [31:0] PC_Four,
    output logic [31:0] BrPC,
    output logic PcSel
);
  logic Branch_Sel;
  logic [31:0] PC_Full;
  logic [31:0] PC_Jalr;
  assign PC_Full = {23'b0, Cur_PC};
  assign Pc_Jalr=AluResult; 
  assign PC_Imm = (Branch && Jump) ? Pc_Jalr:PC_Full + Imm;
  assign PC_Four = PC_Full + 32'b100;
  assign Branch_Sel = (Branch && AluResult[0]) || Jump;   
  assign PcSel = Branch_Sel;   
  assign BrPC = (Branch_Sel) ? PC_Imm : 32'b0;   
endmodule
==> results.py <==
# Synthesis and PnR figures
metrics = {
    "routing": {
        "drt_pass1_iterations": 4,
        "ant_nets": 0,
        "routed_wirelength_mm": 7.868,
        "avgRoutedWirePerCell_um": 15.19,
        "vias": 2419,
        "diodes": 0,
        "drt_iter0_markers": 56,
        "vias_per_cell": 4.670,
        "post-route-drc-count": 0,
    },
    "synthesis": {
        "ys_sh_adder_pct": 7.086,
        "ys_cells": 314,
        "synth_area_mm2": 0.002048,
        "yosysUniqueCellTypes": 37,
        "yosys-stat-area_mm2": 0.002048,
        "muxShareOfSynthArea_pct": 19.55,
        "ys_top_logic_family": "simple AND/OR/NAND/NOR gates",
        "yosysTopAreaCell": "mux2i_1",
        "aoi_share_pct": 17.47,
        "most_common_cell": "nand2_1",
        "synth_seq_share_pct": 0,
        "synth_top_area_share_pct": 19.55,
        "synthXorXnorAreaFrac_pct": 4.276,
        "syn_avg_cell_area_um2": 6.523,
        "synth_cells": 314,
        "yosys_warnings": 1,
        "top_cells_by_count": "nand2_1 (61), mux2i_1 (40), buf_4 (24)",
        "simple_gate_share_pct": 38.36,
        "synthTopCellsByArea": "mux2i_1 (20%), nand2_1 (11%), buf_4 (8.8%)",
    },
    "critical_path": {
        "crit_buf_inv": 3,
        "path_cells": "clkdlybuf4s50_1 > ha_1 > inv_1 > fa_1 > nor2b_1 > o2111a_1 > o31ai_4 > a211oi_2 > mux2i_1 > clkdlybuf4s50_1",
        "worstSetupStartpointType": "primary input",
        "cpPeakStageDelay_ps": 510,
        "critPathTopFamily": "buffers and inverters",
        "crit_slowest_cell": "clkdlybuf4s50_1",
        "worstPathMaxFanout": 10,
        "crit_start": "Cur_PC[0]",
        "worst_ep_required_time_ps": 11120,
        "end_kind": "output pin",
        "cp_common_cell": "clkdlybuf4s50_1",
        "critPathKind": "in -> out",
        "cp.arrival_ps": 5650,
    },
    "layout": {
        "flop-count": 0,
        "nClkBuffers": 0,
        "stdcell_count": 518,
        "seq_area_um2": 0,
        "area_growth_pct": 57.91,
        "final_cell_area_mm2": 0.003234,
        "drive_above_1_share_pct": 3.103,
    },
    "final_timing": {
        "fin_ws_ps": 5468,
        "tightest_slew_ps": 653.9,
        "slew_viol_final": 0,
        "finalSetupViolCount": 0,
        "max_freq_mhz": 118.6,
        "maxSlewHeadroom_pct": 56.25,
        "rsz0062_at_grt": "false",
        "post-route-min-period_ps": 8432,
        "setup_tns_ps": 0,
        "hold_violations": 0,
        "fin_crit_sh_pct": 60.66,
    },
    "min_path": {
        "hold_path.startpoint": "Cur_PC[0]",
        "hold_depth": 2,
        "min_to": "PC_Four[0]",
        "hp-class": "in -> out",
    },
    "placed_design": {
        "dp.cells": 518,
        "dp_hpwl_mm": 6.367,
        "port_buffers": 119,
        "gp_congestion": 0.8055,
        "placed_cell_area_mm2": 0.003234,
        "dp_worst_setup_slack_ps": 5435,
    },
    "floorplanning": {
        "chipArea_mm2": 0.01124,
        "coreArea_mm2": 0.007214,
        "die_h_um": 106,
        "num_io_pins": 172,
        "rows": 31,
        "fp_util_pct": 28.39,
        "die_w_um": 106,
    },
    "grt": {
        "grt_overflow": 0,
        "antenna_found_initial": 0,
        "grt_usage_pct": 12.90,
        "grt_max_degree": 49,
        "grt_pass1_wl_mm": 12.34,
        "grt_pass1_vias": 2375,
    },
    "clock_tree": {
        "hold_buffers": 0,
        "cts_setup_buffers": 0,
        "cts-resized-gates": 0,
    },
    "power": {
        "power_density_mw_per_mm2": 32.43,
        "ir_worst_vdd_mv": 0.01036,
        "leakagePower_uw": 0.001232,
    },
    "job": {
        "warnings": 63,
        "drv_cap": 0,
    },
    "outcome": {
        "status": "complete, no violations",
    },
}
layout make-up:
cell class | count | area (um2)
Fill cell | 734 | 3980
Inverter | 8 | 30.03
Multi-Input combinational cell | 288 | 1859
Tap cell | 99 | 123.9
Timing Repair Buffer | 123 | 1221
routing by layer:
metal  global-route usage, %  share of wire, %
met5                       0                 0
met4                       0                 0
met3                   3.425               6.8
met2                   23.54                49
met1                   15.66                45
cell families after synthesis:
kind of cell	after synthesis
AOI/OAI and AO/OA	49
and+or+nand+nor	156
xor gates and xnor gates	10
adders and majority gates	11
buffers and inverters	47
other	1
muxes	40
power by group:
group | internal, uW | total, uW | switching, uW
clock network | 0 | 0 | 0
registers | 0 | 0 | 0
logic | 62.9 | 105 | 42.0
worst max-delay path by stage:
stage	slack (ps)	depth (start not counted)	end
CTS	5420	8	BrPC[14]
finish	5470	10	BrPC[16]
global route	5280	10	BrPC[16]
metrics by stage:
stage | hold WS [ps] | total power, uW | utilization (%)
floorplan | 5569 | 44.51 | -
global placement | 6419 | 105.7 | 44.83
detailed placement | 6411 | 105.8 | 44.83
CTS | 6421 | 106.7 | 44.83
global route | 6454 | 116.1 | 44.83
finish | 6406 | 104.9 | 44.83
cells in the final DEF, fill, tap and decap left out:
| master | synthesis | routed |
|---|---|---|
| clkdlybuf4s50_1 | 0 | 119 |
| a21o_1 | 6 | 6 |
| fa_1 | 1 | 1 |
| nand4_2 | 1 | 1 |
| and2_1 | 5 | 5 |
| nand2_2 | 1 | 1 |
| a21oi_1 | 22 | 22 |
| buf_4 | 24 | 4 |
| nand2b_1 | 18 | 18 |
| inv_1 | 8 | 8 |
| a21boi_1 | 4 | 4 |
| nand4_1 | 6 | 6 |
| o31ai_4 | 1 | 1 |
| nand3_1 | 14 | 14 |
| a211o_1 | 1 | 1 |
| a211oi_1 | 1 | 1 |
| nor2b_1 | 2 | 2 |
| or3_1 | 18 | 18 |
| nor3_1 | 13 | 13 |
| xor2_1 | 3 | 3 |
| a211oi_2 | 5 | 5 |
| o311a_1 | 1 | 1 |
| nand2_1 | 61 | 61 |
| ha_1 | 10 | 10 |
| nor4_4 | 1 | 1 |
| nor2_1 | 10 | 10 |
| and3_1 | 6 | 6 |
| o21ai_0 | 1 | 1 |
| o22a_1 | 1 | 1 |
| o31ai_1 | 1 | 1 |
| conb_1 | 1 | 22 |
| o2111a_1 | 1 | 1 |
| xnor2_1 | 7 | 7 |
| mux2i_1 | 40 | 40 |
| o21a_1 | 4 | 4 |
Power figures rest on the tool's default switching activity, not on a simulated workload.
