<file path="flow/design.v">
package Pipe_Buf_Reg_PKG;
  typedef struct packed {
    logic [8:0]  Curr_Pc;
    logic [31:0] Curr_Instr;
  } if_id_reg;
  typedef struct packed {
    logic        ALUSrc;
    logic        Jump;
    logic        MemtoReg;
    logic        RegWrite;
    logic        MemRead;
    logic        MemWrite;
    logic [1:0]  RWseal;
    logic        Jump;
    logic [1:0]  ALUOp;
    logic        Branch;
    logic        Halt;
    logic        JumpReg;
    logic [8:0]  Curr_Pc;
    logic [31:0] RD_One;
    logic [31:0] RD_Two;
    logic [4:0]  RS_One;
    logic [4:0]  RS_Two;
    logic [4:0]  rd;
    logic [31:0] ImmG;
    logic [2:0]  func3;
    logic [6:0]  func7;
    logic [31:0] Curr_Instr;
  } id_ex_reg;
  typedef struct packed {
    logic        RegWrite;
    logic        Jump;
    logic        MemtoReg;
    logic        MemRead;
    logic        MemWrite;
    logic [1:0]  RWseal;
    logic [31:0] Pc_Imm;
    logic [31:0] Pc_Four;
    logic [31:0] Imm_Out;
    logic [31:0] Alu_Result;
    logic [31:0] RD_Two;
    logic [4:0]  rd;
    logic [2:0]  func3;
    logic [6:0]  func7;
    logic [31:0] Curr_Instr;
  } ex_mem_reg;
  typedef struct packed {
    logic        RegWrite;
    logic        Jump;
    logic        MemtoReg;
    logic [1:0]  RWseal;
    logic [31:0] Pc_Imm;
    logic [31:0] Pc_Four;
    logic [31:0] Imm_Out;
    logic [31:0] Alu_Result;
    logic [31:0] MemReadData;
    logic [4:0]  rd;
    logic [31:0] Curr_Instr;
  } mem_wb_reg;
endpackage
`timescale 1ns / 1ps
module alu#(
    parameter DATA_WIDTH = 32,
    parameter OPCODE_LENGTH = 4
    )
    (
    input logic [DATA_WIDTH-1:0]    SrcA,
    input logic [DATA_WIDTH-1:0]    SrcB,
    input logic [OPCODE_LENGTH-1:0] Operation,
    output logic[DATA_WIDTH-1:0]    ALUResult
    );
    always_comb begin
        case(Operation)
            4'b0000:   
                ALUResult = SrcA & SrcB;
            4'b0001:   
                ALUResult = SrcA | SrcB;
            4'b0010:   
                ALUResult = SrcA ^ SrcB;
            4'b0011:   
                ALUResult = $signed(SrcA) + $signed(SrcB);
            4'b0100:   
                ALUResult = $signed(SrcA) - $signed(SrcB);
            4'b0101:   
                ALUResult = SrcA >> SrcB;
            4'b0110:   
                ALUResult = $signed(SrcA) >>> $signed(SrcB);
            4'b0111:   
                ALUResult = SrcA << SrcB;
            4'b1000:   
                ALUResult = (SrcA == SrcB) ? 1 : 0;
            4'b1001:   
                ALUResult = (SrcA != SrcB) ? 1 : 0;
            4'b1010:   
                ALUResult = ($signed(SrcA) < $signed(SrcB)) ? 1 : 0;
            4'b1011:   
                ALUResult = ($signed(SrcA) >= $signed(SrcB)) ? 1 : 0;
            4'b1100:   
                ALUResult = $signed(SrcA) + $signed(SrcB);
            4'b1101:   
                ALUResult = SrcB;
            4'b1110:   
                ALUResult = ($unsigned(SrcA) < $unsigned(SrcB)) ? 1 : 0;
            4'b1111:   
                ALUResult = ($unsigned(SrcA) >= $unsigned(SrcB)) ? 1 : 0;
            default:
                ALUResult = 0;
        endcase
    end
endmodule
</file>
<file path="flow/run.sh">
#!/bin/bash
# OpenROAD 26Q1-2900-gdf79404cd8, Yosys 0.63+post, stock flow scripts
make -C /OpenROAD-flow-scripts/flow DESIGN_CONFIG=/design/flow/config.mk WORK_HOME=/design/flow/orfs finish
</file>
<file path="flow/config.mk">
export PLATFORM = sky130hd
export DESIGN_NAME = alu
export DESIGN_NICKNAME = alu
export VERILOG_FILES = /design/flow/design.v
export SDC_FILE = /design/flow/constraint.sdc
export NUM_CORES = 4
export LEC_CHECK = 1
export CORE_UTILIZATION = 50
</file>
<file path="flow/constraint.sdc">
current_design alu

set clk_period 10.1
set clk_io_pct 0.2

create_clock -name clk0 -period $clk_period

set non_clock_inputs [all_inputs -no_clocks]
set_input_delay [expr $clk_period * $clk_io_pct] -clock clk0 $non_clock_inputs
set_output_delay [expr $clk_period * $clk_io_pct] -clock clk0 [all_outputs]
</file>
==> flow_summary_export.csv <==
group,metric,value,unit
logic_synthesis,yosysWarnings,1,
logic_synthesis,top_area_frac,0.120,
routing,via_per_inst,7.29,
die,num_rows,51,
sta,worst_pin_slew,0.967,ns
hold_path,min_path_cells,6,
routing,post-route-drc-count,0,
logic_synthesis,ys_seq_frac,0,
logic_synthesis,ys_cells,1522,
logic_synthesis,ys_types,86,
global_routing,grt_pass1_vias,11500,
sta,setup_viol_count_final,0,
setup_path,worstPathRequired,8.08,ns
clock_tree,cts_setup_buffers,0,
routing,num_vias,13100,
pwr,power_frac_seq,0,
setup_path,critical_path_class,"in2out",
logic_synthesis,synth.most_common_cell,"nor2_1",
global_routing,grt_overflow_total,0,
die,ios,100,
pwr,internal_power,0.234,mW
sta,rsz0062_at_grt,"false",
hold_path,min_from,"SrcB[3]",
sta,min_period,8.91,ns
logic_synthesis,top_area_cell,"ha_1",
die,coreArea,19600,sq um
pwr,peakVddDrop,43.9,uV
run,warning_count,97,
finish,syn2layout_area_growth,10.3,%
finish,fin_area,11100,sq um
placed_design,place_area,11100,sq um
placed_design,io_buffers,100,
routing,drtIter0Drc,1641,
global_routing,grt_antenna_before_repair,1,
pwr,powerDensity,54.0,nW/um^2
sta,finalSetupTns,0,ns
clock_tree,postCtsResizedCells,0,
sta,fin_crit_sh,0.882,
routing,ant_nets,0,
global_routing,grt_usage,0.499,
finish,flop_area,0,sq um
pwr,netSwitchingFraction,0.609,
setup_path,cp.arrival,6.89,ns
placed_design,place_congestion,1.14,
sta,drv_slew,0,
pwr,switchingPower,0.364,mW
run_status,status,"complete, no violations",
finish,drive_above_1_share,0.0773,
logic_synthesis,synthTopCellsByArea,"ha_1 12%, a21oi_1 7.3%, mux4_2 7.0%",
logic_synthesis,yosysChipArea,10000,sq um
logic_synthesis,syn-cell-area,10000,sq um
logic_synthesis,netlist_top_cells_count,"172 x nor2_1, 146 x a21oi_1, 134 x nand2_1",
clock_tree,cts_hold_buf,0,
logic_synthesis,netlist_instances,1522,
sta,slew_headroom,0.353,
run,cap_violations,0,
die,chipArea,20600,sq um
logic_synthesis,syn_avg_cell_area,6.60,sq um
routing,post_drt_wl_per_cell,28.2,microns
global_routing,grt_max_degree,59,
setup_path,crit_fanout,43,
die,die_y,144,microns
sta,finalHoldViolCount,0,
die,chipWidth,144,microns
finish,n_fill_cell,1956,
setup_path,cp-end-kind,"output pin",
routing,wl,50500,microns
hold_path,holdPathEnd,"ALUResult[3]",
pwr,p_leak,4.38,nW
pwr,clkPwrFrac,0,
die,fp_util,0.512,
hold_path,hold_path.class,"in2out",
placed_design,dpl.hpwl,38800,microns
pwr,combPwrFrac,1.000,
setup_path,worst_setup_path_start_kind,"input port",
finish,flops,0,
routing,first_pass_iters,8,
global_routing,grt_pass1_wl,73900,microns
finish,nClkBuffers,0,
sta,max_freq,0.112,GHz
power by group through the flow:
stage	Combinational, mW	Sequential [mW]	Clock [mW]
final	0.598	0	0.00000000227
after global routing	0.636	0	0
after CTS	0.577	0	0
layout by cell type (no fill, tap or decap), types with 7 or more instances in the layout:
cell type and n:
o31ai_1 12, nor4_1 20, mux4_2 31, nand3_1 31, o21a_1 8, o221ai_1 11, a2111oi_0 8, o22ai_1 17
nand2_1 134, nand2b_1 12, nand4_1 7, o21bai_1 10, o21ai_0 92, a221o_1 8, and2_1 9, a21o_1 18
ha_1 96, a21oi_1 146, inv_1 93, mux2i_1 68, or4_1 9, buf_4 36, nor3_1 51, o2111ai_1 7
nor2b_1 12, a311oi_1 8, clkdlybuf4s50_1 96, a221oi_1 22, nor2_1 171, xnor2_1 11, or3_1 10, o211ai_1 35
a31oi_1 33, a211o_1 10, a22oi_1 20, a211oi_1 27, mux2_2 10
how the worst max path moves through the flow:
| stage | to | cells after the start | slack (ns) | from |
|---|---|---|---|---|
| global route | ALUResult[25] | 13 | 0.93 | SrcB[2] |
| finish | ALUResult[25] | 13 | 1.19 | SrcB[2] |
| CTS | ALUResult[25] | 13 | 1.37 | SrcB[2] |
final cells by class:
class              count  area, sq um  share of cell area
inverters             97          364              0.0329
repair buffers       134         1240               0.112
diodes                 1         2.50            0.000226
well taps            265          332              0.0299
multi-input cells   1296         9130               0.825
per-layer routing:
metal | global-route usage | wire length, microns | up-vias | part of all wire
met5 | 0 | 0 | - | 0
met4 | 0.314 | 3960 | 0 | 0.078
met3 | 0.134 | 6480 | 233 | 0.13
met2 | 0.721 | 20800 | 1065 | 0.41
met1 | 0.659 | 19300 | 5972 | 0.38
li1 | - | - | 5807 | -
critical path, cell delays in order:
cell and delay (ns):
buf_4 0.41, inv_2 0.40, ha_1 0.56, nor2_1 0.11, a211oi_1 0.45, o211ai_1 0.25
a2111oi_1 0.87, nor2_1 0.18, a211oi_1 0.26, mux2_2 0.35, a2111oi_0 0.45, a21oi_1 0.14
clkdlybuf4s50_1 0.42
through the flow:
| stage | std cells | total power [mW] | setup WS, ns | util | hold slack [ns] |
|---|---|---|---|---|---|
| finish | 1793 | 0.598 | 1.19 | 0.565 | 5.21 |
| global route | 1792 | 0.636 | 0.927 | 0.565 | 5.25 |
| CTS | 1792 | 0.577 | 1.37 | 0.565 | 5.18 |
| detailed placement | 1792 | 0.573 | 1.40 | 0.565 | 5.17 |
| global placement | 1792 | 0.572 | 1.43 | 0.565 | 5.15 |
| floorplan | 1522 | 0.357 | 2.39 | - | 4.25 |
cell families after synthesis:
group | count (synthesis) | share of synthesized area
XOR/XNOR | 15 | 0.0131
adder cells (fa/ha/maj) | 98 | 0.124
multiplexers | 109 | 0.149
buffers and inverters | 226 | 0.0926
AND/OR/NAND/NOR | 502 | 0.232
AND-OR/OR-AND | 572 | 0.390
Power figures rest on the tool's default switching activity, not on a simulated workload.
