$ cat flow/design.v
package Pipe_Buf_Reg_PKG;
  typedef struct packed {
    logic [8:0]  Curr_Pc;
    logic [31:0] Curr_Instr;
  } if_id_reg;
  typedef struct packed {
    logic        ALUSrc;
    logic        Jump;
    logic        MemtoReg;
    logic        RegWrite;
    logic        MemRead;
    logic        MemWrite;
    logic [1:0]  RWseal;
    logic        Jump;
    logic [1:0]  ALUOp;
    logic        Branch;
    logic        Halt;
    logic        JumpReg;
    logic [8:0]  Curr_Pc;
    logic [31:0] RD_One;
    logic [31:0] RD_Two;
    logic [4:0]  RS_One;
    logic [4:0]  RS_Two;
    logic [4:0]  rd;
    logic [31:0] ImmG;
    logic [2:0]  func3;
    logic [6:0]  func7;
    logic [31:0] Curr_Instr;
  } id_ex_reg;
  typedef struct packed {
    logic        RegWrite;
    logic        Jump;
    logic        MemtoReg;
    logic        MemRead;
    logic        MemWrite;
    logic [1:0]  RWseal;
    logic [31:0] Pc_Imm;
    logic [31:0] Pc_Four;
    logic [31:0] Imm_Out;
    logic [31:0] Alu_Result;
    logic [31:0] RD_Two;
    logic [4:0]  rd;
    logic [2:0]  func3;
    logic [6:0]  func7;
    logic [31:0] Curr_Instr;
  } ex_mem_reg;
  typedef struct packed {
    logic        RegWrite;
    logic        Jump;
    logic        MemtoReg;
    logic [1:0]  RWseal;
    logic [31:0] Pc_Imm;
    logic [31:0] Pc_Four;
    logic [31:0] Imm_Out;
    logic [31:0] Alu_Result;
    logic [31:0] MemReadData;
    logic [4:0]  rd;
    logic [31:0] Curr_Instr;
  } mem_wb_reg;
endpackage
`timescale 1ns / 1ps
module RegFile #(
    parameter DATA_WIDTH = 32,   
    parameter ADDRESS_WIDTH = 5,   
    parameter NUM_REGS = 32
) (
    input clk,   
    input rst,   
    input rg_wrt_en,   
    input  [ADDRESS_WIDTH-1:0] rg_wrt_dest,  
    input [ADDRESS_WIDTH-1:0] rg_rd_addr1,   
    input [ADDRESS_WIDTH-1:0] rg_rd_addr2,   
    input  [DATA_WIDTH-1:0] rg_wrt_data,  
    output logic [DATA_WIDTH-1:0] rg_rd_data1,   
    output logic [DATA_WIDTH-1:0] rg_rd_data2    
);
  integer i;
  logic [DATA_WIDTH-1:0] register_file[NUM_REGS-1:0];
  always @(negedge clk) begin
    if (rst == 1'b1) for (i = 0; i < NUM_REGS; i = i + 1) register_file[i] <= 0;
    else if (rst == 1'b0 && rg_wrt_en == 1'b1) begin
      register_file[rg_wrt_dest] <= rg_wrt_data;
    end
  end
  assign rg_rd_data1 = register_file[rg_rd_addr1];
  assign rg_rd_data2 = register_file[rg_rd_addr2];
endmodule
$ cat flow/run.sh
#!/bin/bash
# OpenROAD 26Q1-2900-gdf79404cd8, Yosys 0.63+post, stock flow scripts
make -C /OpenROAD-flow-scripts/flow DESIGN_CONFIG=/design/flow/config.mk WORK_HOME=/design/flow/orfs finish
$ cat flow/config.mk
export PLATFORM = sky130hd
export DESIGN_NAME = RegFile
export DESIGN_NICKNAME = RegFile
export VERILOG_FILES = /design/flow/design.v
export SDC_FILE = /design/flow/constraint.sdc
export NUM_CORES = 4
export LEC_CHECK = 1
export CORE_UTILIZATION = 40
$ cat flow/constraint.sdc
current_design RegFile

set clk_period 15.5
set clk_io_pct 0.2

create_clock -name clk0 -period $clk_period [get_ports {clk}]

set non_clock_inputs [all_inputs -no_clocks]
set_input_delay [expr $clk_period * $clk_io_pct] -clock clk0 $non_clock_inputs
set_output_delay [expr $clk_period * $clk_io_pct] -clock clk0 [all_outputs]
==> results.py <==
# Metrics from the implementation run
metrics = {
    "yosys": {
        "post_synth.cell_area_avg_um2": 12.1,
        "synth.cells.most_frequent": "1026 x sky130_fd_sc_hd__and2_1, 1024 x sky130_fd_sc_hd__edfxtp_1, 1024 x sky130_fd_sc_hd__mux2i_1, 247 x sky130_fd_sc_hd__clkbuf_1, 196 x sky130_fd_sc_hd__nand2_1",
        "synthCells": 4641,
        "enable_flop_cells": 1024,
        "post_synthesis_cell_type_with_the_largest_combined_area": "sky130_fd_sc_hd__edfxtp_1",
        "numSynthFlops": 1024,
        "synthFlopType": "sky130_fd_sc_hd__edfxtp_1",
        "top_area_frac": 0.547,
        "ffs_w_async_s_r_synth": 0,
        "ys_types": 31,
        "synth_area_leaders": "sky130_fd_sc_hd__edfxtp_1 55%, sky130_fd_sc_hd__mux2i_1 18%, sky130_fd_sc_hd__and2_1 11%",
        "yosysWarnings": 1,
        "synthesis.area_um2": 56200,
        "synth_seq_share": 0.547,
        "yosys_cells": 4641,
        "synthMostInstantiatedCell": "sky130_fd_sc_hd__and2_1",
        "yosys-stat-area_um2": 56200,
    },
    "route": {
        "first_pass_iters": 5,
        "detailedRoute.firstIterationViolations": 2709,
        "wire_per_inst_um": 25.6,
        "detail_route.drc_violations": 0,
        "routed_wl_mm": 195,
        "via_count": 41500,
        "routed_via_density": 5.47,
        "final_antenna_net_count": 0,
    },
    "die": {
        "num_rows": 137,
        "floorplan.die_area_um2": 142000,
        "design.portCount": 114,
        "die_x_um": 377,
        "core-area_um2": 140000,
        "chipHeight_um": 377,
        "pre_place_util": 0.403,
    },
    "pwr": {
        "power.share.switching": 0.300,
        "power.ir.vdd_worst_v": 0.0000935,
        "power.net_switching_mw": 2.43,
        "clockPowerShare": 0.494,
        "p_leak_nw": 29.9,
        "power_per_cell_area_nw_per_um2": 121,
        "total_power_mw": 8.09,
        "power.share.combinational": 0.098,
        "cell_internal_pwr_mw": 5.66,
        "share_seq_of_total_power": 0.408,
    },
    "setup_path": {
        "cpPeakStageDelay_ns": 0.54,
        "critical_path_required_ns": 12.40,
        "critPathSlowestCell": "sky130_fd_sc_hd__nor3_1",
        "cp-end-kind": "output port",
        "worst_ep_arrival_time_ns": 10.60,
        "critical_path_peak_fanout": 2,
        "critPathTopFamily": "simple AND/OR/NAND/NOR gates",
        "worst-path-buf-inv": 1,
        "crit_chain": "mux2i_1, a22o_1, nor3_1, a31oi_1, nand3_1, clkdlybuf4s50_1",
        "critPathLaunchType": "flop",
        "crit_type": "reg2out",
    },
    "final_timing": {
        "transition_time_at_the_pin_with_the_least_slew_margin_ns": 0.937,
        "relSlewSlack": 0.375,
        "finalHoldWorstSlack_ns": 7.44,
        "tns_ns": 0,
        "finalWorstSetupSlack_ns": 1.80,
        "timing_max_transition_violations_final": 0,
        "final-setup-viol-count": 0,
        "grt_setup_unrepaired": "false",
        "hold_viol": 0,
    },
    "global_routing": {
        "grt_pass1_wl_mm": 279,
        "first_global_vias": 44600,
        "grt_use_total": 0.293,
        "maximum_number_of_pins_on_one_net_before_global_route_repair": 84,
        "number_of_antenna_violations_at_the_first_check_in_global_routing": 10,
        "grt.overflow.total": 0,
    },
    "clock_tree": {
        "holdBufCountCts": 0,
        "postCtsResizedCells": 0,
        "clkTransAtPathRegs_ns": 0.03,
        "cts_root_buffer": "sky130_fd_sc_hd__clkbuf_16",
        "ctsLongestPathBuffers": 3,
        "cts_inserted_buffers": 118,
        "clock_sinks": 1024,
        "tritoncts": "built",
        "cts-htree-levels": 3,
        "cts_setup_buffers": 0,
    },
    "hold_path": {
        "hold_path.startpoint": "rg_rd_addr1[1]",
        "min_delay_worst_endpoint": "rg_rd_data1[18]",
        "hold_depth": 6,
        "min-delay-path-class": "in2out",
    },
    "layout": {
        "fin_area_um2": 67000,
        "drive_gt1_frac": 0.0760,
        "finalNonFillerCells": 7592,
        "reg.largest.list": "register_file: 1024 flops",
        "layout.core_utilization": 0.480,
        "largest_register": "register_file",
        "fillers": 12200,
        "area.growth.synth_to_final_pct": 19.2,
        "largest_reg_flops": 1024,
    },
    "run": {
        "timing.max_cap.violations": 0,
        "openroad.warnings": 1027,
    },
    "placed_design": {
        "buffer_ports.inserted": 113,
        "hpwl_reported_at_the_end_of_detailed_placement_mm": 111,
        "gp_routability_congestion": 0.921,
        "dpl-instance-area_um2": 59000,
        "placement_stage_worst_setup_slack_ns": 1.26,
        "dpl.cell_count": 6345,
    },
    "run_status": {
        "status": "finished clean",
    },
}
## worst min-delay path, stage by stage
cell and delay (ns):
sky130_fd_sc_hd__buf_8 0.28, sky130_fd_sc_hd__mux2i_1 0.20, sky130_fd_sc_hd__nand2_1 0.06, sky130_fd_sc_hd__nand3_1 0.06
sky130_fd_sc_hd__nand3_1 0.14, sky130_fd_sc_hd__clkdlybuf4s50_1 0.48
## per-layer routing
| layer | track usage | wire [µm] |
|---|---|---|
| met4 | 0.137 | 8010 |
| met2 | 0.430 | 90900 |
| met5 | 0.00446 | 73 |
| met3 | 0.173 | 24100 |
| met1 | 0.350 | 71400 |
## area by class of cell
type,instances,area (µm²),share of cell area
Clock inverter,1127,4990,0.0745
Tap cell,1876,2350,0.0350
Timing Repair Buffer,276,2490,0.0372
Clock buffer,119,2980,0.0445
Antenna cell,2,5.00,0.0000747
Multi-Input combinational cell,3168,23400,0.350
Sequential cell,1024,30700,0.459
## power groups by stage
stage	combinational, mW	clock (mW)	sequential, mW
finish	0.792	3.99	3.30
global route	0.837	4.41	3.31
CTS	0.787	4.11	3.30
## cell usage in the layout (no fill, tap or decap), types with 2 or more instances in the layout
cell | synthesis | routed
sky130_fd_sc_hd__mux2i_1 | 1024 | 1024
sky130_fd_sc_hd__and2_4 | 0 | 2
sky130_fd_sc_hd__nand3b_1 | 3 | 3
sky130_fd_sc_hd__inv_6 | 0 | 5
sky130_fd_sc_hd__clkdlybuf4s50_1 | 0 | 111
sky130_fd_sc_hd__bufinv_16 | 0 | 24
sky130_fd_sc_hd__inv_1 | 1 | 1062
sky130_fd_sc_hd__or3b_4 | 2 | 2
sky130_fd_sc_hd__nor2_1 | 15 | 2
sky130_fd_sc_hd__nor2b_4 | 0 | 4
sky130_fd_sc_hd__diode_2 | 0 | 2
sky130_fd_sc_hd__a31oi_1 | 64 | 64
sky130_fd_sc_hd__clkinvlp_2 | 0 | 28
sky130_fd_sc_hd__a21oi_1 | 192 | 192
sky130_fd_sc_hd__buf_8 | 0 | 2
sky130_fd_sc_hd__a22o_1 | 128 | 128
sky130_fd_sc_hd__nand3_1 | 193 | 193
sky130_fd_sc_hd__nand2_2 | 0 | 2
sky130_fd_sc_hd__buf_4 | 83 | 153
sky130_fd_sc_hd__or2_2 | 34 | 34
sky130_fd_sc_hd__and2_1 | 1026 | 1024
sky130_fd_sc_hd__nand2b_2 | 0 | 4
sky130_fd_sc_hd__nor2_8 | 2 | 2
sky130_fd_sc_hd__edfxtp_1 | 1024 | 1024
sky130_fd_sc_hd__inv_4 | 0 | 4
sky130_fd_sc_hd__buf_12 | 0 | 10
sky130_fd_sc_hd__nor2_4 | 6 | 32
sky130_fd_sc_hd__nand2_1 | 196 | 194
sky130_fd_sc_hd__clkbuf_16 | 0 | 119
sky130_fd_sc_hd__a22oi_1 | 192 | 192
sky130_fd_sc_hd__nor3_1 | 64 | 64
## cells by family after synthesis
group | Yosys count | share of synthesized area
mux | 1024 | 0.182
simple gates | 1568 | 0.161
buf+inv | 449 | 0.0397
flops | 1024 | 0.547
compound gates | 576 | 0.0698
## worst max path at each step
stage                    start              end  slack [ns]  depth (start not counted)
4_1_cts   register_file[0][28]  rg_rd_data1[28]        1.73                          6
5_1_grt   register_file[0][28]  rg_rd_data2[28]        1.68                          6
6_report  register_file[0][28]  rg_rd_data1[28]        1.80                          6
Power figures rest on the tool's default switching activity, not on a simulated workload.
